$ cat ./config.mk
export PLATFORM = sky130hd
export DESIGN_NAME = mul
export DESIGN_NICKNAME = mul
export VERILOG_FILES = /design/flow/design.v
export SDC_FILE = /design/flow/constraint.sdc
export NUM_CORES = 4
export LEC_CHECK = 1
export CORE_UTILIZATION = 50
$ cat ./constraint.sdc
current_design mul

set clk_period 20.8
set clk_io_pct 0.2

create_clock -name clk0 -period $clk_period [get_ports {clk}]

set non_clock_inputs [all_inputs -no_clocks]
set_input_delay [expr $clk_period * $clk_io_pct] -clock clk0 $non_clock_inputs
set_output_delay [expr $clk_period * $clk_io_pct] -clock clk0 [all_outputs]
$ cat ./design.v
module mul
(
	input clk,
	input rst,
	input  [31:0] a,
	input  [31:0] b,
	input start,
	output [31:0] res_mul,
	output logic vld
);
logic znak;
logic [63:0] ab;
assign res_mul = ab[31:0];
assign znak = a[31] ^ b[31];
logic [31:0] a_abs;
logic [31:0] b_abs;
logic [31:0] a_norm;
logic [31:0] b_norm;
assign a_abs = (a[31]) ? (~a + 1) : a;
assign b_abs = (b[31]) ? (~b + 1) : b;
logic [63:0] ab_abs;
logic [4:0] cnt;
logic [31:0] max_abs;
logic [31:0] min_abs;
assign max_abs = (a_abs > b_abs) ? a_abs : b_abs;
assign min_abs = (a_abs > b_abs) ? b_abs : a_abs;
assign vld = (cnt == 5'd31);
assign ab = (znak) ? (~(ab_abs) + 1) : ab_abs;
always_ff @(posedge clk) begin
	if (rst || (~start)&&(cnt == 5'd0)) begin
		ab_abs <= '0;
		cnt <= '0;
	end
	else begin
		if (cnt == 5'd31) begin 
			cnt <= '0;
			ab_abs <= '0;
		end
		else begin
			ab_abs <= ab_abs + ((max_abs & {32{min_abs [cnt]}}) << cnt);	
			cnt <= cnt + 1;
		end
	end
end
endmodule
$ cat ./run.sh
#!/bin/bash
# OpenROAD 26Q1-2900-gdf79404cd8, Yosys 0.63+post, stock flow scripts
make -C /OpenROAD-flow-scripts/flow DESIGN_CONFIG=/design/flow/config.mk WORK_HOME=/design/flow/orfs finish
==> results.py <==
# Generated from Yosys and OpenROAD reports
metrics = {
    "outcome": {
        "status": "finished, final reports clean",
    },
    "clock_network": {
        "clk_pin_slew_ns": 0.06,
        "clockBufferDepth": 2,
        "cts-root-buf": "clkbuf_16",
        "clk_latency_ns": 0.28,
        "postCtsSetupBuffers": 0,
        "post_cts_resized": 0,
        "cts.sinks": 37,
        "cts_tree": "yes",
        "hold_buffers": 0,
        "htree_levels": 2,
        "cts_buffers": 5,
    },
    "timing": {
        "rsz0062_at_grt": "no",
        "fmax_mhz": 75.03,
        "timing.final.max_slew_violations": 0,
        "post-route-period-util_pct": 64.08,
        "clock-skew-final_ns": 0.005918,
        "hold_violations": 0,
        "setup_viol": 0,
        "tns_ns": 0,
        "tightestPinTransition_ns": 0.7016,
        "slew_headroom_pct": 52.94,
        "period_minus_slack_ns": 13.33,
    },
    "floorplan": {
        "die_w_um": 129.5,
        "core_util_floorplan_pct": 51.14,
        "placementRows": 46,
        "die_h_um": 129.5,
        "core_um2": 15890,
        "die_area_um2": 16760,
        "io_pins": 100,
    },
    "setup_path": {
        "criticalPathCategory": "primary input to flip-flop",
        "cp.required_ns": 21.02,
        "path_max_fanout": 14,
        "ff2ff_path_depth": 23,
        "cp-start-kind": "primary input",
        "cp_common_cell": "nand2_1",
        "worst-r2r-setup-slack_ns": 14.94,
        "worstSetupEndpointType": "flip-flop",
        "crit_family": "simple AND/OR/NAND/NOR gates",
        "cp_num_buf_inv": 4,
        "path_depth": 34,
        "r2r-start": "cnt[3]",
        "cp.arrival_ns": 13.55,
        "max_stage_delay_ns": 0.65,
        "critPathSlowestCell": "nor4b_1",
        "rr_endpoint": "ab_abs[31]",
    },
    "detailed_routing": {
        "drc": 0,
        "wl_met3_um": 1016,
        "wl_um": 23540,
        "drtIter0Drc": 625,
        "via_per_inst": 5.985,
        "ant_nets": 0,
        "firstDrtPassIters": 5,
        "top_layer": "met4",
        "m1WireLength_um": 10930,
        "n_antenna_cell": 0,
        "route.met2.wl_um": 10650,
        "avgRoutedWirePerCell_um": 17.28,
        "vias": 8152,
    },
    "power_and_ir_drop": {
        "power_leakage_uw": 0.003986,
        "power.density_nw_per_um2": 85.80,
        "finalPower_uw": 810.7,
        "vdd.ir_drop.worst_mv": 0.05245,
    },
    "finish": {
        "combGateArea_um2": 6909,
        "fillers": 1522,
        "syn_to_final_growth_pct": 16.29,
        "flop_area_um2": 740.7,
        "layout-drive-gt1-share_pct": 8.551,
    },
    "synthesis": {
        "synth.distinct_cells": 75,
        "syn_area_um2": 8124,
        "async_flop_share_pct": 0,
        "edf_count": 0,
        "synth_warnings": 1,
        "synth_area_per_cell_um2": 7.571,
        "yosysSeqAreaShare_pct": 9.118,
        "synthCells": 1073,
        "flop_cell": "dfxtp_1",
        "synth_flops": 37,
        "ys_cells": 1073,
        "synth-area-yosys_um2": 8124,
    },
    "placement": {
        "gp_congestion": 0.9529,
        "dpl.hpwl_um": 19420,
        "portBuffers": 99,
    },
    "global_routing": {
        "antenna_found_initial": 0,
        "grt.overflow.total": 0,
        "grt.total_usage_pct": 29.71,
        "grt_pass1_wl_um": 38210,
        "grt_pass1_vias": 7571,
        "grt_max_degree": 40,
    },
    "hold_path": {
        "whs_endpoint": "ab_abs[0]",
        "hp-class": "flip-flop to flip-flop",
        "holdCritStartpoint": "ab_abs[0]",
        "whs_path_depth": 2,
    },
    "run": {
        "cap_violations": 0,
        "warning_count": 27,
    },
}
cells in the mapped netlist (10+ instances only):
master / instances / area, um^2
a21oi_1: 70 / 350.3
buf_1: 11 / 41.29
o211ai_1: 15 / 112.6
mux2_2: 11 / 123.9
o31ai_1: 19 / 142.6
clkbuf_1: 34 / 127.6
nand2_1: 87 / 326.6
nand3_1: 15 / 75.07
xor2_1: 72 / 630.6
a211oi_1: 13 / 97.59
inv_1: 69 / 259.0
o2111ai_1: 14 / 122.6
o21ai_0: 60 / 300.3
xnor2_1: 40 / 350.3
nand4_1: 17 / 106.4
mux4_2: 39 / 878.3
ha_1: 69 / 863.3
mux2i_1: 43 / 430.4
nor2_1: 129 / 484.2
and2_1: 11 / 68.82
dfxtp_1: 37 / 740.7
o41ai_1: 10 / 87.58
nor3_1: 28 / 140.1
nand2b_1: 13 / 81.33
through the flow:
stage	area, um^2	cells	hold WS [ns]	worst slack (ns)	utilization (%)
floorplan	8124	1073	0.5492	8.767	-
global placement	9309	1354	0.6636	7.297	58.60
detailed placement	9309	1354	0.6554	7.277	58.60
CTS	9448	1362	0.6697	7.517	59.48
global route	9448	1362	0.7029	6.805	59.48
finish	9448	1362	0.6612	7.472	59.48
routing by layer:
| layer | global-route usage [%] | vias to the layer above |
|---|---|---|
| met2 | 48.01 | 266 |
| met4 | 10.19 | 0 |
| li1 | - | 4116 |
| met1 | 42.52 | 3719 |
| met5 | 0 | - |
| met3 | 2.649 | 51 |
state kept, by name, summed over array words and instances (netlist names):
register / flops
ab_abs: 32
cnt: 5
final cells by class:
class | count | area share (%)
sequential | 37 | 7.840
clock inverter | 2 | 0.1059
clock buffer | 6 | 1.364
multi-input combinational | 913 | 73.13
tap | 216 | 2.861
inverter | 72 | 2.861
timing repair buffer | 116 | 11.84
worst register-to-register path: cells and delay by family (launching register included):
kind,cells,cell delay (ns)
AND-OR/OR-AND,10,1.72
adder cells (fa/ha/maj),1,0.33
flip-flops,1,0.30
AND/OR/NAND/NOR,9,2.24
buffers and inverters,3,1.20
worst max path at each step:
stage | end | from
6_report | ab_abs[31] | a[12]
5_1_grt | ab_abs[31] | a[12]
4_1_cts | ab_abs[31] | a[12]
cell usage in the layout (no fill, tap or decap), drive strengths merged, types with 10 or more instances in the layout:
cell type / synthesis / layout
nor2: 129 / 129
clkdlybuf4s50: 0 / 99
nand2: 87 / 87
xor2: 72 / 72
a21oi: 71 / 71
inv: 70 / 70
ha: 69 / 69
o21ai: 62 / 62
mux2i: 43 / 43
xnor2: 40 / 40
mux4: 40 / 40
dfxtp: 37 / 37
nor3: 30 / 30
o31ai: 20 / 20
nand4: 17 / 17
buf: 17 / 17
o211ai: 17 / 17
nand3: 15 / 15
o2111ai: 14 / 14
nand2b: 13 / 13
a211oi: 13 / 13
and2: 12 / 12
mux2: 11 / 11
o41ai: 11 / 11
or4: 10 / 10
report_power, final:
part	leakage, uW	switching [uW]	internal, uW
clock	0.0000706	28.7	44.0
sequential	0.000303	26.7	91.2
combinational	0.00361	309	311
total	0.00399	364	447
cell families after synthesis:
logic type	Yosys count	synth area share (%)
xor+xnor	112	12.07
compound gates	272	22.22
buf+inv	123	5.837
fa+ha+maj	70	10.87
simple gates	365	21.92
mux	94	17.96
flops	37	9.118
Power is estimated from default activity; no workload was simulated.
